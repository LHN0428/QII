==> ./design.v <==
module my_time(
     clk       ,
     rst_n     ,
     seg_sel   ,
     seg_ment    
);
input       clk       ;
input       rst_n     ;
output[5:0] seg_sel   ;
output[7:0] seg_ment  ;
reg [28:0]    cnt0     ;
wire          add_cnt0 ;
wire          end_cnt0 ;
reg [ 3:0]    cnt1     ;
wire          add_cnt1 ;
wire          end_cnt1 ;
wire [ 5:0]   seg_sel  ;
reg  [ 7:0]   seg_ment ;
reg  [28:0]   x        ;
always @(posedge clk or negedge rst_n)begin
    if(!rst_n)begin
        cnt0 <= 0;
    end
    else if(add_cnt0)begin
        if(end_cnt0)
            cnt0 <= 0;
        else
            cnt0 <= cnt0 + 1;
    end
end
assign add_cnt0 = 1;
assign end_cnt0 = add_cnt0 && cnt0==x-1 ;
always @(posedge clk or negedge rst_n)begin 
    if(!rst_n)begin
        cnt1 <= 0;
    end
    else if(add_cnt1)begin
        if(end_cnt1)
            cnt1 <= 0;
        else
            cnt1 <= cnt1 + 1;
    end
end
assign add_cnt1 = end_cnt0;
assign end_cnt1 = add_cnt1 && cnt1==10-1 ;
assign seg_sel = 6'h3e;
always @(posedge clk or negedge rst_n)
begin
    if(rst_n==1'b0)begin
        seg_ment <= 8'hc0;
    end
    else if(cnt1==0)begin
        seg_ment <= 8'hc0 ;
    end
    else if(cnt1==1)begin
        seg_ment <= 8'hf9 ;
    end
    else if(cnt1==2)begin
        seg_ment <= 8'ha4 ;
    end
    else if(cnt1==3)begin
        seg_ment <= 8'hb0;
    end
    else if(cnt1==4)begin
        seg_ment <= 8'h99;
    end
    else if(cnt1==5)begin
        seg_ment <= 8'h92 ;
    end
    else if(cnt1==6)begin
        seg_ment <= 8'h82 ;
    end
    else if(cnt1==7)begin
        seg_ment <= 8'hf8  ;
    end
    else if(cnt1==8)begin
        seg_ment <=8'h80 ;
    end
    else if(cnt1==9)begin
        seg_ment <=8'h90 ;
    end
end
always  @(*)begin
    if(cnt1==0)
        x = 50_000_000;
    else if(cnt1==1)
        x = 100_000_000;
    else if(cnt1==2)
        x = 150_000_000;
    else if(cnt1==3)
        x = 200_000_000;
    else if(cnt1==4)
        x = 250_000_000;
    else if(cnt1==5)
        x = 300_000_000;
    else if(cnt1==6)
        x = 350_000_000;
    else if(cnt1==7)
        x = 400_000_000;
    else if(cnt1==8)
        x = 450_000_000;
    else  
        x = 500_000_000;
end
endmodule
==> ./run.sh <==
#!/bin/bash
# OpenROAD 26Q1-2900-gdf79404cd8, Yosys 0.63+post, stock flow scripts
make -C /OpenROAD-flow-scripts/flow DESIGN_CONFIG=/design/flow/config.mk WORK_HOME=/design/flow/orfs finish
==> ./config.mk <==
export PLATFORM = sky130hd
export DESIGN_NAME = my_time
export DESIGN_NICKNAME = my_time
export VERILOG_FILES = /design/flow/design.v
export SDC_FILE = /design/flow/constraint.sdc
export NUM_CORES = 4
export LEC_CHECK = 1
export CORE_UTILIZATION = 40
==> ./constraint.sdc <==
current_design my_time

set clk_period 8.5
set clk_io_pct 0.2

create_clock -name clk0 -period $clk_period [get_ports {clk}]

set non_clock_inputs [all_inputs -no_clocks]
set_input_delay [expr $clk_period * $clk_io_pct] -clock clk0 $non_clock_inputs
set_output_delay [expr $clk_period * $clk_io_pct] -clock clk0 [all_outputs]
==> impl_summary.log <==
[metrics] run summary
[metrics] outcome: completed
[metrics] maximum resistive drop on vdd: between 0.00007 and 0.00008 V
[metrics] slew at the pin closest to its max-slew limit: about 0.66 ns
[metrics] nature of the critical path startpoint: flop
[metrics] Top Ports: 16
[metrics] setup repair after global routing missed its margin: no
[metrics] most frequent standard cell in the layout excluding fill and tap cells: sky130_fd_sc_hd__nor2_1
[metrics] total overflow reported by the global router: 0
[metrics] DR vias: between 2,000 and 2,500
[metrics] commonest register cell after synthesis: sky130_fd_sc_hd__dfrtp_1
[metrics] critical path's largest stage delay: approximately 0.60 ns
[metrics] final cycle utilization of the critical path: 0.4665
[metrics] post-synthesis cell count from yosys: between 300 and 400
[metrics] cell resize tally after clock tree synthesis: 0
[metrics] WP data required: between 8 and 9 ns
[metrics] final setup violation count: 0
[metrics] drt drc: 0
[metrics] reported leakage power: about 0.0012 uW
[metrics] register-to-register setup slack: between 4 and 5 ns
[metrics] detailed-route wire length per cell: between 10 and 15 microns
[metrics] number of hold buffers added after cts: 0
[metrics] count of antenna diodes in the layout: 0
[metrics] routability-driven placement congestion ratio: between 0.8 and 0.9
[metrics] hold crit path type: flop to flop
[metrics] synthesized area per cell: just under 9 sq um
[metrics] clock buffer count from CTS: 5
[metrics] power per cell area: between 100 and 150 nW/um^2
[metrics] largest net degree at the start of global routing: ~41
[metrics] final max-slew violation count: 0
[metrics] count of antenna-violating nets left after detailed routing: 0
[metrics] final hold slack: approximately 0.48 ns
[metrics] Post-CTS Setup Inserts: 0
[metrics] share of flip-flops with an asynchronous set or reset: 1.000
[metrics] total tool warning count: 28
[metrics] kind of cell adding the most delay to the critical path: simple AND/OR/NAND/NOR gates
[metrics] initial DRC count: approximately 190
[metrics] synthesized flop and latch total: roughly 40
[metrics] total iterations of the first detailed-routing run: 21
[metrics] count of buffers from port buffering: 8
[metrics] clock latency reported for the late side of the worst-skew pair: between 0.2 and 0.3 ns
[metrics] # placed instances: about 380
[metrics] netlist area before placement: approximately 2700 sq um
[metrics] most common logic cells in the final layout: sky130_fd_sc_hd__nor2_1, sky130_fd_sc_hd__dfrtp_1, sky130_fd_sc_hd__nand2_1
[metrics] number of non-filler instances in the completed layout: 388
[metrics] minimum clock period after layout: a little under 4 ns
[metrics] Synth Seq Share: 0.3707
[metrics] Detail Placement HPWL: about 3900 microns
[metrics] Total Neg Setup Slack: 0 ns
[metrics] placeable core region: between 6000 and 7000 sq um
[metrics] post-synth area from yosys stat: 2704 sq um
[metrics] kind of end point of the critical path: flop
[metrics] count of yosys warnings during synthesis: 1
[metrics] count of buffer and inverter cells on the critical path: 2
[metrics] largest area contributor in the synthesized netlist: sky130_fd_sc_hd__dfrtp_1
[metrics] vias per inst: ~5.6
[metrics] clock buffer depth: 2
[metrics] Layout area overhead: 5.830%
[metrics] worst rel slew slack: 0.5573
[metrics] final wirelength: between 5000 and 6000 microns
[metrics] FP Rows: 29
[metrics] final hold violation count: 0
[metrics] buffer type at the clock tree root: sky130_fd_sc_hd__clkbuf_8
[metrics] fraction of final layout cells with drive strength greater than 1: 0.07074
[metrics] arrival time worst endpoint: 4.13 ns
[metrics] EDFF count, synth: 0
[metrics] first-pass GRT wire length: just under 10,000 microns
[metrics] number of library cell types mapped by synthesis: around 60
[metrics] CTS H-Tree Depth: 2
[metrics] max-capacitance violation count: 0
[metrics] slowest stage cell on the critical path: sky130_fd_sc_hd__ha_1
[metrics] dominant cells by area after synthesis: sky130_fd_sc_hd__dfrtp_1, sky130_fd_sc_hd__xor2_1, sky130_fd_sc_hd__nor2_1
[metrics] Worst Clk Skew: roughly 0.0094 ns
[metrics] highest achievable clock rate: 0.2522 GHz
[metrics] clock sink total: about 40
[metrics] cell count after synthesis: around 310
[metrics] largest fanout of any net on the critical path: 26
[metrics] Init Core Util: 0.4210
[metrics] floorplan die area: 7092 sq um
[metrics] TritonCTS clock tree: done
[metrics] chain of cells forming the critical path: inv_1, ha_1, nor2_1, a21oi_1, a21oi_1, ha_1, xor2_1, nand4_1, nor4_1, o2111ai_1, nor4_2, and3_1, buf_4, nor2_1
[metrics] Clk pin slew, worst setup/hold paths: around 0.080 ns
[metrics] via count of the first global-routing pass: roughly 2,000
[metrics] height of the die: ~84 microns
[metrics] filler instances: 597
[metrics] number of antenna violations at the first check in global routing: 0
[metrics] die outline width: 84.22 microns
[metrics] global-route usage over all layers: 0.1754
[metrics] worst setup path category: flop to flop
[metrics] fraction of synthesized cell area taken by the top area cell type: 0.3609
sequential cells by signal (all words and copies together) (netlist names):
name      flops
cnt0         29
cnt1          4
seg_ment      7
cells in the mapped netlist, types with 3 or more instances:
| master | instances |
|---|---|
| sky130_fd_sc_hd__a21oi_1 | 15 |
| sky130_fd_sc_hd__and2_1 | 3 |
| sky130_fd_sc_hd__and3_1 | 10 |
| sky130_fd_sc_hd__buf_2 | 6 |
| sky130_fd_sc_hd__buf_4 | 8 |
| sky130_fd_sc_hd__buf_6 | 5 |
| sky130_fd_sc_hd__clkbuf_1 | 4 |
| sky130_fd_sc_hd__dfrtp_1 | 39 |
| sky130_fd_sc_hd__ha_1 | 6 |
| sky130_fd_sc_hd__inv_1 | 6 |
| sky130_fd_sc_hd__mux2i_1 | 3 |
| sky130_fd_sc_hd__nand2_1 | 26 |
| sky130_fd_sc_hd__nand2b_1 | 4 |
| sky130_fd_sc_hd__nand3_1 | 15 |
| sky130_fd_sc_hd__nand4_1 | 5 |
| sky130_fd_sc_hd__nand4b_1 | 3 |
| sky130_fd_sc_hd__nor2_1 | 45 |
| sky130_fd_sc_hd__nor2b_1 | 5 |
| sky130_fd_sc_hd__nor3_1 | 6 |
| sky130_fd_sc_hd__nor3b_1 | 3 |
| sky130_fd_sc_hd__o21ai_0 | 11 |
| sky130_fd_sc_hd__xnor2_1 | 12 |
| sky130_fd_sc_hd__xor2_1 | 20 |
logic make-up after synthesis:
kind of cell,Yosys count,share of synthesized area
DFF,40,0.3707
adders and majority gates,6,0.02776
xor gates and xnor gates,32,0.1037
buffers and inverters,31,0.07126
and+or+nand+nor,141,0.2726
muxes,6,0.02360
other,2,0.002778
AOI/OAI and AO/OA,53,0.1277
power breakdown:
group          internal (uW)  switching, uW
Sequential               190              0
Combinational          0.465           3.72
Clock                   87.1           66.0
Total                    278           69.7
metrics by stage:
step	setup slack [ns]	power [uW]	instance area, sq um	utilization
detailed placement	4.585	198.5	2754	0.4288
CTS	4.546	353.2	2861	0.4455
global route	4.120	365.0	2861	0.4455
finish	4.535	347.5	2861	0.4455
global placement	4.588	198.5	2754	0.4288
floorplan	5.239	196.2	2723	-
metal layers:
| layer | global-route usage | vias up | wire length (microns) |
|---|---|---|---|
| li1 | - | 1059 | - |
| met1 | 0.2895 | 1036 | 2800 |
| met2 | 0.2638 | 55 | 2533 |
| met3 | 0.02689 | 6 | 287 |
| met4 | 0.01254 | 0 | 51 |
| met5 | 0 | - | 0 |
path summary, 6_finish.rpt:
| kind | from | endpoint | cells past startpoint |
|---|---|---|---|
| worst min register to register | cnt0[4] | cnt0[4] | 1 |
| max in group asynchronous | rst_n | seg_ment[6] | 2 |
| worst max register to register | cnt1[1] | cnt0[19] | 14 |
| worst max-delay path | cnt1[1] | cnt0[19] | 14 |
| min in group asynchronous | rst_n | seg_ment[0] | 2 |
| worst min-delay path | cnt0[4] | cnt0[4] | 1 |
cell type report:
class	count	area, sq um	area share
multi-input combinational	245	1528	0.5339
sequential	40	1002	0.3502
timing repair buffer	12	105.1	0.03673
tap	77	96.34	0.03367
clock buffer	6	72.57	0.02536
clock inverter	2	35.03	0.01224
inverter	6	22.52	0.007871
Power is estimated from default activity; no workload was simulated.
