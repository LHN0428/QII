`./config.mk`:
```
export PLATFORM = sky130hd
export DESIGN_NAME = my_led
export DESIGN_NICKNAME = my_led
export VERILOG_FILES = /design/flow/design.v
export SDC_FILE = /design/flow/constraint.sdc
export NUM_CORES = 4
export LEC_CHECK = 1
export CORE_UTILIZATION = 30
```
`./constraint.sdc`:
```
current_design my_led

set clk_period 11.5
set clk_io_pct 0.2

create_clock -name clk0 -period $clk_period [get_ports {clk}]

set non_clock_inputs [all_inputs -no_clocks]
set_input_delay [expr $clk_period * $clk_io_pct] -clock clk0 $non_clock_inputs
set_output_delay [expr $clk_period * $clk_io_pct] -clock clk0 [all_outputs]
```
`./design.v`:
```
module my_led(
    clk     ,
    rst_n   ,
    led       
);
input      clk  ;
input      rst_n;
output     led  ;
reg  [28:0]   cnt0     ;
wire          add_cnt0 ;
wire          end_cnt0 ;
reg  [ 3:0]   cnt1     ;
wire          add_cnt1 ;
wire          end_cnt1 ;
reg           led      ;
reg  [28:0]   x        ;
always @(posedge clk or negedge rst_n)begin
    if(!rst_n)begin
        cnt0 <= 0;
    end
    else if(add_cnt0)begin
        if(end_cnt0)
            cnt0 <= 0;
        else
            cnt0 <= cnt0 + 1;
    end
end
assign add_cnt0 = 1;
assign end_cnt0 = add_cnt0 && cnt0==x-1 ;
always @(posedge clk or negedge rst_n)begin 
    if(!rst_n)begin
        cnt1 <= 0;
    end
    else if(add_cnt1)begin
        if(end_cnt1)
            cnt1 <= 0;
        else
            cnt1 <= cnt1 + 1;
    end
end
assign add_cnt1 = end_cnt0;
assign end_cnt1 = add_cnt1 && cnt1==9-1 ;
always  @(posedge clk or negedge rst_n)begin
    if(rst_n==1'b0)begin
        led <= 1;
    end
    else if(add_cnt0 && cnt0==50_000_000-1)begin
        led <= 0;
    end
    else if(end_cnt0)begin
        led <= 1;
    end
end
always  @(*)begin
    if(cnt1==0)
        x = 100_000_000;
    else if(cnt1==1)
        x = 150_000_000;
    else if(cnt1==2)
        x = 200_000_000;
    else if(cnt1==3)
        x = 250_000_000;
    else if(cnt1==5)
        x = 300_000_000;
    else if(cnt1==6)
        x = 350_000_000;
    else if(cnt1==7)
        x = 400_000_000;
    else if(cnt1==8)
        x = 450_000_000;
    else 
        x = 500_000_000;
end
endmodule
```
`./run.sh`:
```
#!/bin/bash
# OpenROAD 26Q1-2900-gdf79404cd8, Yosys 0.63+post, stock flow scripts
make -C /OpenROAD-flow-scripts/flow DESIGN_CONFIG=/design/flow/config.mk WORK_HOME=/design/flow/orfs finish
```
==> results_dict.tcl <==
# collected from the flow reports
set metrics [dict create \
    clock_sinks 34 \
    clk_pin_slew_ns 0.06 \
    switching_share 0.193 \
    hold_path.class "register to register" \
    start_kind "register" \
    cts_buffer_depth 2 \
    core_area_um2 7290 \
    clock_skew_ns 0.00544 \
    synth.avg_cell_area_um2 9.23 \
    hold_buffers 0 \
    finalClockPeriodUsage 0.310 \
    ys_cells 246 \
    antenna_found_initial 0 \
    fp_util 0.311 \
    path_delay_family "AND-OR/OR-AND gates" \
    track_usage 0.127 \
    ys_ff 34 \
    grt-ovfl-total 0 \
    rows 31 \
    gp_congestion 0.890 \
    reg2regPathDepth 13 \
    via_per_inst 4.94 \
    cp_max_fo 30 \
    drive_above_1_share 0.0898 \
    finalHoldViolations 0 \
    ys_seq_share 0.375 \
    instances_no_fill 344 \
    reg2reg_to "cnt1[1]" \
    final-setup-viol-count 0 \
    postLayoutCoreUtil 0.334 \
    hold_end "cnt0[4]" \
    crit_chain "inv_1 -> ha_1 -> o21ai_0 -> o31ai_1 -> inv_1 -> ha_1 -> nand2b_1 -> a32oi_1 -> xnor2_1 -> o21ai_2 -> nor4_4 -> and4_4 -> mux2i_1" \
    critPathMaxStageDelay_ns 0.49 \
    mappedNetlistArea_um2 2270 \
    clk_latency_ns 0.28 \
    hold_depth 1 \
    place_ws_ns 7.93 \
    ios 3 \
    ys_warn_count 1 \
    ant_nets 0 \
    cts_resized 0 \
    dr.pass1.iters 4 \
    cp-end-kind "register" \
    numCtsBuffers 5 \
    syn2layout_area_growth_pct 7.33 \
    ys_area_um2 2270 \
    status "finished, final reports clean" \
    fmax_mhz 280 \
    fp.dieH_um 89.0 \
    cts_tree "built" \
    io_buffer_count 2 \
    worstSetupPathType "register to register" \
    fin_tns_setup_ns 0 \
    die_x_um 89.0 \
    required_ns 11.70 \
    synth.distinct_cells 57 \
    rsz0062_at_grt "no" \
    n_antenna_cell 0 \
    min_period_ns 3.57 \
    cellLeakagePower_nw 1.08 \
    die-area_um2 7920 \
    drv_cap 0 \
    drc 0 \
    powerDensity_nw_per_um2 85.9 \
    r2r_slack_ns 7.93 \
    slew_headroom 0.623 \
    p_int_w 0.000169 \
    slowest_stage "and4_4" \
    wirelength_um 4440 \
    vias 1700 \
    layout_setup_ws_ns 7.93 \
    post_drt_wl_per_cell_um 12.9 \
    htree_levels 2 \
    p_clk_frac 0.416 \
    async_reset_ff_frac 1.00 \
    syn-instance-count 246 \
    place_inst 336 \
    p_seq_frac 0.572 \
    fillers 777 \
    post-dp-hpwl_um 3170 \
    grt_start_max_net_pins 35 \
    first_global_vias 1576 \
    tightest_slew_ns 0.566 \
    cp.arrival_ns 3.77 \
    ir_drop_mv 0.0868 \
    switchingPower_w 0.0000405 \
    first_iter_violations 103 \
    cp_num_buf_inv 2 \
    edf_count 0 \
    grt_first_pass_wirelength_um 7710 \
    flop_cell "dfrtp_1" \
    tool_warnings 28 \
    maxSlewViolCount 0 \
    cts_setup_buffers 0 \
    min_from "cnt0[4]" \
    p_comb_frac 0.013 \
    crit-reg2reg-launch "cnt1[1]" \
    root_buffer "clkbuf_8" \
]
-- cells in the mapped netlist (3+ instances only) --
library cell / number / area share
nor2_1: 34 / 0.056
dfrtp_1: 33 / 0.36
xor2_1: 23 / 0.089
nand2_1: 22 / 0.036
nand3_1: 12 / 0.026
xnor2_1: 10 / 0.039
and3_1: 9 / 0.025
inv_1: 8 / 0.013
buf_2: 6 / 0.013
ha_1: 6 / 0.033
mux2i_1: 6 / 0.026
nand4_1: 5 / 0.014
o21ai_0: 5 / 0.011
a21oi_1: 4 / 0.0088
and4_1: 4 / 0.015
nor2b_1: 4 / 0.011
nor3_1: 4 / 0.0088
buf_6: 3 / 0.015
clkbuf_1: 3 / 0.0050
-- logic make-up (layout without fill, tap and decap cells) --
kind of cell | Yosys count | after routing | synth area share
buffers and inverters | 21 | 20 | 0.0480
XOR/XNOR | 33 | 33 | 0.127
multiplexers | 7 | 7 | 0.0314
AND-OR/OR-AND | 29 | 29 | 0.0992
flip-flops | 34 | 34 | 0.375
adder cells (fa/ha/maj) | 6 | 6 | 0.0331
AND/OR/NAND/NOR | 116 | 116 | 0.286
-- layout make-up --
cell class | instances | area (um2) | share of cell area
clock buffer | 8 | 90.1 | 0.0370
inverter | 9 | 33.8 | 0.0139
multi-input combinational | 191 | 1310 | 0.537
sequential | 34 | 852 | 0.350
tap | 99 | 124 | 0.0508
timing repair buffer | 3 | 27.5 | 0.0113
-- power by group through the flow --
stage | Sequential (W) | Combinational, W | Clock [W]
after CTS | 0.000120 | 0.00000295 | 0.0000909
after global routing | 0.000119 | 0.00000331 | 0.0000957
final | 0.000120 | 0.00000266 | 0.0000870
-- flip-flops by register name, indices dropped and copies added, names as in the netlist --
name and flops:
cnt1 4, led 1, cnt0 29
-- cell usage in the layout (no fill, tap or decap), drive strengths merged, types with 2 or more instances in the layout --
cell type,synthesis,final
nand2b,2,2
o21a,2,2
nor3b,3,3
nand4,5,5
nor2b,4,4
nor4,2,2
o21ai,6,6
nand2,22,22
mux2i,6,6
and3,9,9
nor4b,2,2
clkdlybuf4s50,0,2
o32ai,2,2
a21oi,4,4
and4,5,5
nand3,12,12
and3b,2,2
or2,2,2
nor2,34,34
xor2,23,23
inv,9,9
a221oi,2,2
ha,6,6
o2111ai,2,2
nor3,6,6
dfrtp,33,33
o22a,2,2
xnor2,10,10
clkbuf,3,8
-- through the flow --
step,hold WS (ns),power [W],instance area [um2]
after detailed placement,0.462,0.000125,2350
after floorplan,0.439,0.000122,2270
after global placement,0.460,0.000125,2350
final,0.467,0.000209,2440
after global routing,0.502,0.000219,2440
after CTS,0.474,0.000213,2440
-- routing by layer --
layer,vias to the layer above,global-route usage,share of wire
met3,9,0.0131,0.022
met4,0,0.0260,0.020
li1,853,-,-
met2,19,0.187,0.43
met5,-,0,0
met1,819,0.208,0.52
-- worst max-delay path by stage --
stage	start	end	slack, ns	depth (start not counted)
finish	cnt1[1]	cnt1[1]	7.93	13
global route	cnt1[1]	cnt1[1]	7.68	13
CTS	cnt1[1]	cnt1[1]	7.91	13
Power figures rest on the tool's default switching activity, not on a simulated workload.
