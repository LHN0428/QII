## ./config.mk

```make
export PLATFORM = sky130hd
export DESIGN_NAME = my_shizhong
export DESIGN_NICKNAME = my_shizhong
export VERILOG_FILES = /design/flow/design.v
export SDC_FILE = /design/flow/constraint.sdc
export NUM_CORES = 4
export LEC_CHECK = 1
export CORE_UTILIZATION = 30
```

## ./design.v

```verilog
module my_shizhong(
		clk      ,
		rst_n 	 ,
		seg_sel  ,
		seg_ment 
);
input 			clk      ;
input 			rst_n    ;
output 	[5:0]		seg_sel  ;
output   [7:0]    seg_ment ;
reg      [5:0]    seg_sel  ;
reg      [7:0]    seg_ment ;
reg [16:0]    cnt0 ;
wire         add_cnt0 ;
wire 			 end_cnt0 ;
reg  [2:0]   cnt1 ;
wire         add_cnt1 ;
wire 			 end_cnt1 ;
reg [3:0]    sel_data ;
reg [24:0]    cnt2 ;
wire        add_cnt2 ;
wire 			end_cnt2 ;
reg [3:0]    m_g ;
wire 			add_m_g ;
wire 			end_m_g  ;
reg [2:0]     m_s ;
wire 			add_m_s ;
wire        end_m_s ;
reg [3:0]     f_g ;
wire 			add_f_g ;
wire 			end_f_g ;
reg [2:0]     f_s ;
wire 			add_f_s ;
wire 			end_f_s  ;
reg [3:0]     s_g ;
wire 			add_s_g ;
wire 			end_s_g ;
reg [1:0]      s_s ;
wire 			add_s_s ;
wire 			end_s_s ;
reg [3:0]     x ;
always @(posedge clk or negedge rst_n) begin
	if (!rst_n) begin
		 cnt0  <= 0 ;		
	end
	else if (add_cnt0) begin
	     if(end_cnt0)
		  cnt0 <= 0 ;
    else  cnt0 <= cnt0 + 1 ;
    end
end
assign  add_cnt0 = 1 ;
assign  edd_cnt0 = add_cnt0 &&  cnt0 ==100_000 - 1  ;
always @(posedge clk or negedge rst_n) begin
	if (!rst_n) begin
		 cnt1  <= 0 ;		
	end
	else if (add_cnt1) begin
	     if(end_cnt1) 
		  cnt1 <= 0 ;
    else  cnt1 <= cnt1 + 1 ;
    end
end
assign  add_cnt1 = edd_cnt0;
assign  edd_cnt1 = add_cnt1 &&  cnt1 == 6- 1  ;
always @(posedge clk or negedge rst_n) begin
	if (!rst_n) begin
		seg_sel <= 6'h3e;
	end
	else begin
		seg_sel <= ~(6'b1 << cnt1) ;
	end
end
always @(posedge clk or negedge rst_n) begin
	if (!rst_n) begin
		seg_ment <= 8'hc0 ;
	end
	else begin 
	    case(sel_data)
		0  : seg_ment <= 8'hc0 ;
		1  : seg_ment <= 8'hf9 ;
		2  : seg_ment <= 8'ha4 ;
		3  : seg_ment <= 8'hb0 ;
		4  : seg_ment <= 8'h99 ;
		5  : seg_ment <= 8'h92 ;
		6  : seg_ment <= 8'h82 ;
		7  : seg_ment <= 8'hf8 ;
		8  : seg_ment <= 8'h80 ;
   default : seg_ment <= 8'h90 ;
		endcase
	end
end
always @(*) begin
	if (cnt1==0) 
	    sel_data <= m_g ;
   else if (cnt1==1)
		sel_data <= m_s ;
   else if (cnt1==2)
   		sel_data <=f_g ;
   else if (cnt1 ==3)
   		sel_data <= f_s ;
   else if (cnt1 ==4)
   		sel_data <= s_g ;
   else 
   		sel_data <= s_s ;
end
always @(posedge clk or negedge rst_n) begin
	if (!rst_n) begin
		cnt2 <= 0 ;
	end
	else if (add_cnt2) begin
        if(end_cnt2)
		  cnt2 <= 0 ;
	else 
		  cnt2 <= cnt2 + 1 ;
    end
end
assign   add_cnt2 = 1 ;
assign   end_cnt2 =add_cnt2 && cnt2 == 25_000_000 - 1 ;
always @(posedge clk or negedge rst_n) begin
	if (rst_n==1'b0) begin
		m_g<= 0 ;
	end
	else if (add_m_g) begin
        if(end_m_g)
		  m_g <= 0 ;
	else 
		  m_g <= m_g + 1 ;
    end
end
assign   add_m_g =end_cnt2;
assign   end_m_g =add_m_g && m_g == 10 - 1 ;  
always @(posedge clk or negedge rst_n) begin
	if (rst_n==1'b0) begin
		m_s<= 0 ;
	end
	else if (add_m_s) begin
        if(end_m_s)
		  m_s <= 0 ;
	else 
		  m_s <= m_s + 1 ;
    end
end
assign   add_m_s =end_m_g;
assign   end_m_s =add_m_s && m_s == 6 - 1 ;  
always @(posedge clk or negedge rst_n) begin
	if (rst_n==1'b0) begin
		f_g<= 0 ;
	end
	else if (add_f_g) begin
        if(end_f_g)
		  f_g <= 0 ;
	else 
		  f_g <= f_g + 1 ;
    end
end
assign   add_f_g =end_m_s;
assign   end_f_g =add_f_g && m_s == 10 - 1 ;  
always @(posedge clk or negedge rst_n) begin
	if (rst_n==1'b0) begin
		f_s<= 0 ;
	end
	else if (add_f_s) begin
        if(end_f_s)
		  f_s <= 0 ;
	else 
		  f_s <= f_s + 1 ;
    end
end
assign   add_f_s =end_f_g;
assign   end_f_s =add_f_s && f_s == 6 - 1 ;  
always @(posedge clk or negedge rst_n) begin
	if (rst_n==1'b0) begin
		s_g<= 0 ;
	end
	else if (add_s_g) begin
        if(end_s_g)
		  s_g <= 0 ;
	else 
		  s_g <= s_g + 1 ;
    end
end
assign   add_s_g =end_f_s;
assign   end_s_g =add_s_g && s_g == x - 1 ;  
always @(posedge clk or negedge rst_n) begin
	if (rst_n==1'b0) begin
		s_s<= 0 ;
	end
	else if (add_s_s) begin
        if(end_s_s)
		  s_s <= 0 ;
	else 
		  s_s <= s_s + 1 ;
    end
end
assign   add_s_s =end_s_g;
assign   end_s_s =add_s_s && s_s == 3 - 1 ;  
always@(*)begin
   if (s_s == 2)
      x = 4 ;
   else 
      x = 10 ;
end 
endmodule  
```

## ./run.sh

```bash
#!/bin/bash
# OpenROAD 26Q1-2900-gdf79404cd8, Yosys 0.63+post, stock flow scripts
make -C /OpenROAD-flow-scripts/flow DESIGN_CONFIG=/design/flow/config.mk WORK_HOME=/design/flow/orfs finish
```

## ./constraint.sdc

```tcl
current_design my_shizhong

set clk_period 3.4
set clk_io_pct 0.2

create_clock -name clk0 -period $clk_period [get_ports {clk}]

set non_clock_inputs [all_inputs -no_clocks]
set_input_delay [expr $clk_period * $clk_io_pct] -clock clk0 $non_clock_inputs
set_output_delay [expr $clk_period * $clk_io_pct] -clock clk0 [all_outputs]
```

==> results.txt <==
Postcts setup bufs: 0
Min Tclk post-route: 2.42 ns
Mapped Area: 0.00345 sq mm
All-Layer GR Usage: 0.123
# Cells Yosys: 322
Layout cells sized above 1: 0.110
Pwr Total: 1940 uW
Crit share post-route: 0.711
Row count: 38
FF-to-FF path depth: 8
CTS clk-pin slew, worst paths: 0.05 ns
Top_reg_cell synth: dfrtp_1
Synth Area per Inst: 10.7 sq um
Gr ovfl total: 0
Post-synth area hogs: dfrtp_1, ha_1, xnor2_1
Final setup viols: 0
Status: finished, final reports clean
Slew headroom: 0.555
Post-Route Skew: 0.00424 ns
Area of the core: 0.0110 sq mm
Vias in the first global route: 2,378
CTS Root Buffer Type: clkbuf_16
Worst Max-Slew Pin Slew: 0.665 ns
Init Core Util: 0.313
PwrDens: 474 mW/mm^2
Post-synthesis sequential area ratio: 0.503
Late-Pin Clk Latency: 0.33 ns
RSZ-0062 raised after global routing: false
Post-DP HPWL: 4110 um
Yosys stat area: 0.00345 sq mm
Drt first-iter violations: 113
#FFs+latches synth: 69
Post-layout util: 0.372
Setup TNS: 0 ns
Setup WS pre-CTS: 0.979 ns
Deepest clock path buffer count: 2
# resized after CTS: 0
Critical Path RT: 3.66 ns
Final Wtd Congestion: 0.796
Clock sinks: 69
TritonCTS clock tree: yes
First-pass GRT wire length: 11,500 um
Critical path class: reg2reg
Distinct lib cells used: 52
Drc violations: 0
H-tree levels: 3
Final Max Slew Viols: 0
EDFF count, synth: 0
Initial DRT Pass Iterations: 4
LEAKAGE: 0.00187 uW
Reg2reg end: seg_ment[3]
Max Cap Viol: 0
Chip area: 0.0119 sq mm
Largest net degree at the start of global routing: 70
Antenna diodes: 0
Synth-to-layout area growth: 18.9%
PnR worst setup slack: 0.981 ns
Maximum vdd drop: 0.247 mV
CP Launch Type: flip-flop
Synth cell count leaders: dfrtp_1, nand2_1, xnor2_1
CP arrival: 2.68 ns
CTS Hold Bufs: 0
Crit end category: flip-flop
I/O Buffers: 14
FF-to-FF Start: cnt1[0]
Fraction of registers with async set/reset: 1.00
Tightest Hold Check Type: in2async
Die height: 109 um
Synth top cell by count: dfrtp_1
Total routed wirelength: 6220 um
Post-DRT Antenna Nets: 0
Initial antenna violation count: 0
Yosys warns: 5
CP Max Fanout: 10
# IOs: 16
F_max: 413 MHz
Reg2Reg Setup Slack: 0.98 ns
Leading area contributor after synthesis: dfrtp_1
Post-Synthesis Cells: 322
CP Launch Point: cnt1[0]
Critical path capture point: seg_ment[3]
Total CTS buffers: 9
Tool warnings: 33
Top cell area share: 0.457
Final hold violation count: 0
Via/cell ratio: 4.90
Die W: 109 um
Via count: 2,373
Wirelength per Cell: 12.9 um
## placed cells by master, fill, tap and decap left out, types with 2 or more instances in the layout
cell,count
nand4_1,15
mux2_2,4
dfrtp_1,63
nand3_1,17
clkbuf_8,3
o31ai_1,4
and3_1,5
a21o_1,4
mux2i_1,3
bufinv_16,3
xnor2_1,21
and4_1,11
clkdlybuf4s50_1,13
nand3b_1,3
nor3_1,7
nor2_1,18
and2_1,3
inv_1,15
o41ai_1,2
a31oi_1,2
nor3_2,2
nor4_1,5
ha_1,17
nor2b_1,2
a21oi_1,12
dfstp_2,6
clkbuf_16,9
nand4bb_1,2
nand2_1,22
or3_1,5
xor2_1,14
o21ai_0,5
or4_1,3
## metrics by stage
step                instances  hold slack, ns  area [sq um]
floorplan                 322           0.384          3450
global route              484           0.402          4100
finish                    484           0.356          4100
CTS                       484           0.384          4100
global placement          468           0.460          3740
detailed placement        468           0.459          3740
## state kept, by name, indices dropped and copies added, names as in the netlist
| name | flops |
|---|---|
| cnt1 | 3 |
| seg_ment | 7 |
| seg_sel | 6 |
| cnt0 | 17 |
| cnt2 | 25 |
| f_g | 4 |
| m_g | 4 |
| m_s | 3 |
## kinds of logic (layout without fill, tap and decap cells)
group	after synthesis	after routing	synth area share
and+or+nand+nor	129	129	0.222
AOI/OAI and AO/OA	37	37	0.0686
muxes	8	8	0.0250
xor gates and xnor gates	35	35	0.0889
buffers and inverters	26	48	0.0305
adders and majority gates	17	17	0.0617
other	1	1	0.00109
DFF	69	69	0.503
## layout make-up
cell class	count	area [sq um]
Clock buffer	13	270
Clock inverter	3	90.1
Fill cell	1034	6930
Inverter	16	60.1
Multi-Input combinational cell	227	1610
Sequential cell	69	1730
Tap cell	140	175
Timing Repair Buffer	16	163
## routing by layer
metal / GRT usage / wire length (um) / vias up / part of all wire
li1: - / - / 1189 / -
met1: 0.189 / 3100 / 1135 / 0.50
met2: 0.186 / 2770 / 40 / 0.45
met3: 0.0250 / 233 / 9 / 0.037
met4: 0.0210 / 121 / 0 / 0.019
met5: 0 / 0 / - / 0
## worst min-delay path by stage
stage,endpoint,slack [ns],cells past startpoint
final,cnt2[11],0.36,2
after global routing,cnt2[11],0.40,2
after CTS,cnt2[7],0.38,2
## report_power, final
part	internal [uW]	total (uW)	switching, uW
logic	2.84	18.2	15.3
clock network	776	1100	327
registers	822	822	0
## critical path: stages (launching register included)
cell and delay (ns):
dfrtp_1 0.41, inv_1 0.13, ha_1 0.34, a221oi_1 0.09
a211oi_1 0.49, inv_1 0.17, ha_1 0.32, or2_2 0.29
a21oi_1 0.14
Power figures rest on the tool's default switching activity, not on a simulated workload.
